[/design/flow/run.sh]
#!/bin/bash
# OpenROAD 26Q1-2900-gdf79404cd8, Yosys 0.63+post, stock flow scripts
make -C /OpenROAD-flow-scripts/flow DESIGN_CONFIG=/design/flow/config.mk WORK_HOME=/design/flow/orfs finish
[/design/flow/config.mk]
export PLATFORM = sky130hd
export DESIGN_NAME = lab
export DESIGN_NICKNAME = lab
export VERILOG_FILES = /design/flow/design.v
export SDC_FILE = /design/flow/constraint.sdc
export NUM_CORES = 4
export LEC_CHECK = 1
export CORE_AREA = 10 10 70 70
export DIE_AREA = 0 0 80 80
[/design/flow/constraint.sdc]
current_design lab

set clk_period 2.5
set clk_io_pct 0.2

create_clock -name clk0 -period $clk_period [get_ports {clk}]

set non_clock_inputs [all_inputs -no_clocks]
set_input_delay [expr $clk_period * $clk_io_pct] -clock clk0 $non_clock_inputs
set_output_delay [expr $clk_period * $clk_io_pct] -clock clk0 [all_outputs]
[/design/flow/design.v]
`timescale 1ns / 1ps
module lab(
    input clk,
    input reset,
    input countup,
    output [6:0] SSG_D,
    output [2:0] SSG_EN,
    output [3:0]cntrVal    
    );
    parameter   IDLE    =   2'b00   ;
    parameter   ST0     =   2'b01   ;
    parameter   ST1     =   2'b11   ;
    reg   [1:0]     c_state ;
    reg   [1:0]     n_state ;
    reg   [3:0]       count   ;
    reg   [6:0]     SSG_D   ;
    reg [3:0] cntrVal;
    wire cnt_enable;	
    always@(*)begin
    case(c_state)
    IDLE:   if(countup == 1'b1)
            n_state = ST0   ;
            else 
            n_state = IDLE   ;
    ST0:    if(countup == 1'b0)
            n_state = ST1   ;
            else 
            n_state = ST0   ;
    ST1:    n_state = IDLE  ;    
    default: n_state = IDLE ;      
    endcase
    end
    always@(posedge clk or posedge reset)
    if(reset)
         c_state  <=  IDLE    ;
    else 
         c_state <=  n_state ;
  assign  cnt_enable = (c_state == ST1)? 1'b1  : 1'b0;  
  always@(negedge clk or posedge reset)begin
  if(reset)
    count   <=  4'b0000;
   else if(cnt_enable) begin
        if(count == 4'b1001)
        count <=    4'b0000;
        else 
        count   <=  count + 1'b1;
   end     
   end
  always@(*)begin                 
   case(count)
   4'b0000: SSG_D = 7'b1000000;  
   4'b0001: SSG_D = 7'b1111001;  
   4'b0010: SSG_D = 7'b0100100;  
   4'b0011: SSG_D = 7'b0110000;  
   4'b0100: SSG_D = 7'b0011001;  
   4'b0101: SSG_D = 7'b0010010;  
   4'b0110: SSG_D = 7'b0000010;  
   4'b0111: SSG_D = 7'b1111000;  
   4'b1000: SSG_D = 7'b0000000;  
   4'b1001: SSG_D = 7'b0010000;  
   default: SSG_D = 7'b1111111;  
   endcase
  end 
   always@(*)begin                 
   case(SSG_D)
   7'b1000000: cntrVal=4'd0; 
   7'b1111001: cntrVal=4'd1;  
   7'b0100100: cntrVal=4'd2;  
   7'b0110000: cntrVal=4'd3; 
   7'b0011001: cntrVal=4'd4;  
   7'b0010010: cntrVal=4'd5;  
   7'b0000010: cntrVal=4'd6;  
   7'b1111000: cntrVal=4'd7;  
   7'b0000000: cntrVal=4'd8;  
   7'b0010000: cntrVal=4'd9;  
   endcase
  end 
  assign        SSG_EN  =   3'b111;    
endmodule
==> run_results.csv <==
group,metric,value,unit
layout,area_delta_synth_final,71.47,%
synth,flip_flop_and_latch_count_after_synthesis,11,
clock_network,tritoncts,"built",
pwr,p_seq_share,13.1,%
grt,pin_count_of_the_biggest_net_entering_global_routing,10,
outcome,failed_checks,"setup timing",
layout,post_route_cells_drive_above_1_share,48.88,%
critical_path,r2r_worst_path_depth,3,
critical_path,critical_path_class,"reg2out",
synth,synth_cell_type_count,43,
synth,synth_top_flop_cell,"sky130_fd_sc_hd__dlxtn_1",
place,gpl.final_weighted_congestion,0.8735,
place,pre_cts_slack,-0.8390,ns
synth,synth.avg_cell_area,7.739,um2
floorplan,floorplan.die_area,6400,um2
grt,grtUsageMet3,1.591,%
floorplan,rows,21,
grt,grt_util_all_layers,8.118,%
place,dp_hpwl,2.009,mm
route,drt_iter0_markers,31,
clock_network,worst_skew_pair.late_latency,0.26,ns
place,placement.io_buffers,13,
clock_network,clockRootBuffer,"sky130_fd_sc_hd__clkbuf_4",
pwr,switchingPower,856.7,uW
critical_path,cp_max_fo,4,
critical_path,worst_ep_arrival_time,2.88,ns
critical_path,worst_r2r_endpoint,"count[3]",
synth,asyncSetResetFlopFracSynth,63.64,%
route,dr.pass1.iters,4,
outcome,status,"finished with violations",
critical_path,timing.critical_path.slowest_stage_cell,"sky130_fd_sc_hd__dfrtn_1",
pwr,sw_frac_of_total,39.65,%
timing,unclocked_pins,4,
synth,post_synth_tally_of_flip_flops_with_integrated_enable,0,
route,drc_violation_count_after_routing,0,
grt,global_route_wire_length_before_repair,4.450,mm
floorplan,fp_util,26.96,%
critical_path,crit_chain,"inv_4, ha_4, or2_4, a21oi_4, buf_6, a21oi_2, buf_2",
grt,met2_grt_util,14.69,%
pwr,p_per_area,1368,nW/um2
timing,final-setup-viol-count,7,
route,detail-route-antenna-nets,0,
pwr,power_report.internal_total,1304,uW
critical_path,worstPathRequired,2.00,ns
critical_path,sort_of_element_at_the_end_of_the_critical_path,"output pin",
floorplan,io_pins,17,
timing,fin_worst_skew,0.01054,ns
route,detail_route.antenna_diodes,0,
floorplan,die_height,80,um
critical_path,timing.reg2reg.setup_slack,0.28,ns
clock_network,worst_setup_hold_path_clk_slew,0.05,ns
timing,timing.setup.tns,-5.370,ns
grt,globalRoute.totalOverflow,0,
timing,unconstrained_endpoints,8,
timing,grt_setup_unrepaired,"yes",
route,vias_per_cell,4.598,
critical_path,cpPeakStageDelay,0.50,ns
grt,groute.layer.met1.usage,9.980,%
route,totalWireLength,2.655,mm
clock_network,cts-htree-levels,1,
layout,mostFrequentLayoutCell,"sky130_fd_sc_hd__buf_4",
synth,yosysChipArea,920.9,um2
pwr,power.combinational.fraction,82.3,%
flow_run,drv_cap,0,
floorplan,core_area,3416,um2
flow_run,total_number_of_warnings_across_the_stage_logs,32,
route,vias,1030,
floorplan,die.size.x,80,um
pwr,power.leakage,0.0007085,uW
layout,lay_top_cells,"44 x sky130_fd_sc_hd__buf_4, 12 x sky130_fd_sc_hd__nor2_1, 11 x sky130_fd_sc_hd__nand2_1",
pwr,p_clk_share,4.6,%
pwr,vdd_drop_max,0.0005163,V
timing,total_count_of_max_transition_violations_in_the_final_report,0,
route,routed_wire_length_per_instance,11.85,um
clock_network,numCtsBuffers,3,
synth,synth_area,920.9,um2
timing,post-route-worst-setup-slack,-0.8765,ns
critical_path,cp-start-kind,"flop",
worst_hold_path,hold_path_class,"in2async",
synth,post_synth_inst_count,119,
clock_network,cts-root-to-sink-buffers,2,
synth,synth.yosys.warnings,1,
grt,grt.busiest_layer,"met2",
critical_path,worst_r2r_startpoint,"c_state[2]",
grt,grt_antenna_before_repair,0,
synth,ys_cells,119,
timing,number_of_hold_violations_in_the_final_report,0,
timing,holdWs,0.4948,ns
grt,grt_pass1_vias,1007,
==> worst max path at each step <==
stage / start / to
6_report: count[1] / SSG_D[3]
4_1_cts: count[1] / SSG_D[3]
5_1_grt: count[1] / SSG_D[3]
==> flip-flops by register name (all words and copies together), names as in the netlist <==
| name | flops |
|---|---|
| count | 4 |
| cntrVal | 4 |
| c_state | 3 |
==> cells by family (layout without fill, tap and decap cells) <==
family,Yosys count,in the layout,share of synthesized area [%]
other,1,3,0.4072
adder cells (fa/ha/maj),5,5,6.793
flip-flops,7,7,19.16
AND/OR/NAND/NOR,49,49,27.72
XOR/XNOR,2,2,1.903
latches,4,4,6.522
AND-OR/OR-AND,35,35,27.04
buffers and inverters,15,72,9.374
multiplexers,1,1,1.087
==> power groups by stage <==
stage                 Combinational, uW  Sequential (uW)  Clock, uW
final                              1780              284       98.9
after global routing               1940              294        111
after CTS                          1710              279        104
==> final cells by class <==
type                       count  area [um2]
sequential                    11       236.5
clock buffer                   3       22.52
fill                         308        1837
tap                           46       57.56
timing repair buffer          62       489.2
multi-input combinational     95       743.2
clock inverter                 1       5.005
inverter                       6       25.02
==> through the flow <==
step	total power, uW	cell area [um2]	util [%]	instances
4_1_cts	2098	1550	45.38	222
3_5_place_dp	1726	1331	38.97	204
6_report	2161	1579	46.23	224
3_3_place_gp	1721	1331	38.97	204
2_1_floorplan	1045	959.7	-	121
5_1_grt	2349	1579	46.23	224
==> per-layer routing <==
metal	vias up	share of wire (%)
met1	483	45
met3	0	6.8
met5	-	0
li1	519	-
met4	0	0
met2	28	48
==> synthesized netlist by cell type (2+ instances only) <==
library cell	instances	area [um2]
sky130_fd_sc_hd__a211oi_1	2	15.01
sky130_fd_sc_hd__a21o_1	2	15.01
sky130_fd_sc_hd__a21oi_1	7	35.03
sky130_fd_sc_hd__a21oi_2	3	26.28
sky130_fd_sc_hd__buf_2	3	15.01
sky130_fd_sc_hd__buf_4	3	22.52
sky130_fd_sc_hd__buf_6	2	22.52
sky130_fd_sc_hd__dfrtn_1	4	100.1
sky130_fd_sc_hd__dfrtp_1	2	50.05
sky130_fd_sc_hd__dlxtn_1	4	60.06
sky130_fd_sc_hd__ha_1	5	62.56
sky130_fd_sc_hd__inv_1	6	22.52
sky130_fd_sc_hd__nand2_1	11	41.29
sky130_fd_sc_hd__nand2b_1	8	50.05
sky130_fd_sc_hd__nand3_1	2	10.01
sky130_fd_sc_hd__nor2_1	16	60.06
sky130_fd_sc_hd__o21ai_0	9	45.04
sky130_fd_sc_hd__o21ai_1	3	15.01
sky130_fd_sc_hd__or3_1	2	12.51
sky130_fd_sc_hd__xnor2_1	2	17.52
==> repair_timing <==
action | 4_1_cts | 5_1_grt
pin swaps | 8 | 7
hold buffers | 0 | 0
gates resized | 36 | 7
setup buffers | 15 | 3
setup endpoints to repair | 7 | 7
gates cloned | 0 | 0
==> worst max-delay path, delay by kind of cell (launching register included) <==
family	cells	cell delay [ns]
AND/OR/NAND/NOR	1	0.24
flip-flops	1	0.50
buffers and inverters	3	0.30
adder cells (fa/ha/maj)	1	0.16
AND-OR/OR-AND	2	0.17
Power figures rest on the tool's default switching activity, not on a simulated workload.
